==> design.v <==
module AddressMapper(
		input[31:0] ALU_Result,
		output [7:0] addr);
	assign addr = (ALU_Result - 11'd1024) >> 2 ;
endmodule
module AddressMapper_8_to_18(
		input[7:0] addr1,
		output [17:0] addr2);
	assign addr2 = (addr1) << 1 ;
endmodule
module Cache_Controller(
	input clk,
	input rst,
	input MEM_R_EN,
	input MEM_W_EN,
	input[31:0] address,
	input[31:0] wdata,
	input sram_ready,
	input[63:0] sram_rdata,
	output ready,
	output[31:0] rdata,
	output reg[31:0] sram_address,
	output reg[31:0] sram_wdata,
	output reg write,
	output reg read
);
	reg [148:0]cache_mem[0:63];
	wire hit1, hit2, hit;
	wire [8:0] tag;
	wire [5:0] index;
	wire [2:0] offset;
	assign tag = address[17:9];
	assign index = address[8:3];
	assign offset = address[2:0];
	assign hit1 = (cache_mem[index][75] && cache_mem[index][148:140] == tag);
	assign hit2 = (cache_mem[index][1]) && (cache_mem[index][74:66] == tag);
	assign hit = hit1 | hit2;
	assign ready = MEM_W_EN ? sram_ready : ((MEM_R_EN == 0 & MEM_W_EN == 0) | sram_ready | hit ) ? 1 : 0;
	integer i;
	always@(posedge clk, posedge rst) begin
		if (rst==1'b1) begin
			write <= 0;
			read <= 0;
			sram_address <= 0;
			for (i=0; i<64; i=i+1) 
				cache_mem[i] <= 149'd0;
		end
		else begin
			write <= 0;
			read <= 0;
			sram_address <= 0;
			if (MEM_W_EN) begin
				if(hit1)
					cache_mem[index][75] <= 0;
				if(hit2) 
					cache_mem[index][1] <= 0;
				if (sram_ready==1'b0) begin
					sram_wdata <= wdata;
					sram_address <= address;
					write <= 1;
				end	
			end
			else if (MEM_R_EN) begin
				if (sram_ready==1'b0 && hit==1'b0) begin
					sram_address <= address;
					read <= 1;
				end
				else if(sram_ready==1'b1) begin
					if (cache_mem[index][0]==1'b0) begin
						cache_mem[index][75] <= 1;
						cache_mem[index][139:76] <= sram_rdata;
						cache_mem[index][148:140] <= tag;
						cache_mem[index][0] <= 1;
					end
					else if(cache_mem[index][0] == 1'b1) begin
						cache_mem[index][1] <= 1;
						cache_mem[index][65:2] <= sram_rdata;
						cache_mem[index][74:66] <= tag;
						cache_mem[index][0] <= 0;
					end
				end
			end
		end
	end
	assign rdata = sram_ready ? (address[2] ? sram_rdata[63:0] : sram_rdata[31:0]) :
					hit1 ? (address[2] ? cache_mem[index][139:108] : cache_mem[index][107:76]) :
				   	hit2 ? (address[2] ? cache_mem[index][65:34] : cache_mem[index][33:2]) : 32'b0;
endmodule  
module MEM_Stage(
	input clk,
	input rst,
	input MEM_R_EN_in,
	input MEM_W_EN_in,
	input [31:0] ALU_result_in,
	input [31:0] ST_val,
	output[31:0] Mem_read_value,
	output ready,
	inout  [15:0] SRAM_DQ,
	output [17:0] SRAM_ADDR,
	output SRAM_UB_N,
	output SRAM_LB_N,
	output SRAM_WE_N,
	output SRAM_CE_N,
	output SRAM_OE_N
);
wire [7:0] read_addr;
wire sram_ready, write, read;
wire [63:0]sram_mem_read_val;
wire [31:0] sram_address, sram_wdata;
	Cache_Controller cache_controller(
		.clk(clk),
		.rst(rst),
		.MEM_R_EN(MEM_R_EN_in),
		.MEM_W_EN(MEM_W_EN_in),
		.address(ALU_result_in),
		.wdata(ST_val),
		.sram_ready(sram_ready),
		.sram_rdata(sram_mem_read_val),
		.ready(ready),
		.rdata(Mem_read_value),
		.sram_address(sram_address),
		.sram_wdata(sram_wdata),
		.write(write),
		.read(read)
	);
Sram_Controller SC(.clk(clk), .rst(rst), .wr_en(write), .rd_en(read),
				   .address(sram_address), .writeData(sram_wdata), .readData(sram_mem_read_val),
				   .ready(sram_ready), .SRAM_DQ(SRAM_DQ), .SRAM_ADDR(SRAM_ADDR),
				   .SRAM_UB_N(SRAM_UB_N), .SRAM_LB_N(SRAM_LB_N),
				   .SRAM_WE_N(SRAM_WE_N), .SRAM_CE_N(SRAM_CE_N), .SRAM_OE_N(SRAM_OE_N));				 	
endmodule
module Sram_Controller(
	input clk,
	input rst,
	input wr_en,
	input rd_en,
	input [31:0] address,
	input [31:0] writeData,
	output reg [63:0] readData,
	output ready,
	inout  [15:0] SRAM_DQ,
	output [17:0] SRAM_ADDR,
	output SRAM_UB_N,
	output SRAM_LB_N,
	output reg SRAM_WE_N,
	output SRAM_CE_N,
	output SRAM_OE_N
	);
	parameter [3:0] A=0, B=1, C=2, D=3, E=4, F=5, G=6, H=7, I=8;
	assign SRAM_UB_N = 1'b0;
	assign SRAM_LB_N = 1'b0;
	assign SRAM_CE_N = 1'b0;
	assign SRAM_OE_N = 1'b0;
	reg [15:0] SRAM_DQ_1;
	assign  SRAM_DQ = wr_en ? SRAM_DQ_1 : 16'bzzzz_zzzz_zzzz_zzzz;
	wire cmp_out;
	wire [7:0] addr1;
	wire [17:0] addr2;
	reg [17:0] SRAM_WR_ADDR;
	reg [3:0] ns, ps;
	assign SRAM_ADDR = (wr_en) ? SRAM_WR_ADDR :
							 (rd_en) ?
								 (ps == E) ? {addr2[17:2], 2'b00} :
								 (ps == F) ? {addr2[17:2], 2'b01} :
								 (ps == G) ? {addr2[17:2], 2'b10} :
								 (ps == H) ? {addr2[17:2], 2'b11} : 18'b0
							 : 18'b0;
	reg rst_cnt, encnt;
	reg [2:0] cnt_out;
	assign cmp_out = (cnt_out == 3'd4) ? 1'b1 : 1'b0;
	assign ready = (cmp_out | rst_cnt) & (wr_en | rd_en);
	always @(posedge clk or posedge rst ) begin
		if (rst) begin
			cnt_out = 3'b0;			
		end
		else begin
			if(rst_cnt) begin
				cnt_out = 3'b0;
			end
			else if (encnt) begin
				cnt_out = cnt_out + 1;		
			end
		end
	end
	AddressMapper AM(.ALU_Result(address), .addr(addr1));
	AddressMapper_8_to_18 AM2(.addr1(addr1), .addr2(addr2));
	always @(ps) begin
		{encnt, SRAM_WE_N, rst_cnt} = 3'b010;
		case(ps)
			A: begin
				if(wr_en)
					ns = B;	
				else if(rd_en)
					ns = E;
				else 
					ns = A;
			end
			B: begin
				SRAM_WR_ADDR = addr2;
				SRAM_DQ_1 = writeData[15:0];
				encnt = 1'b1;			
				ns = C;
				SRAM_WE_N = 0;
			end
			C: begin
				SRAM_WR_ADDR = addr2+1;
				SRAM_DQ_1 = writeData[31:16];				
				encnt = 1'b1;
				ns = D;
				SRAM_WE_N = 0;
			end
			D: begin
				encnt = 1'b1;
				if(~ready)
					ns = D;
				else 
					ns = I;
			end
			E: begin
				readData[15:0] = SRAM_DQ;
				encnt = 1'b1;
				ns = F;
			end
			F: begin
				readData[31:16] = SRAM_DQ;				
				encnt = 1'b1;
				ns = G;
			end
			G: begin
				readData[47:32] = SRAM_DQ;
				encnt = 1'b1; 
				ns = H;
			end
			H: begin
				readData[63:48] = SRAM_DQ;
				encnt = 1'b1;
				if(~ready)
					ns = H;
				else 
					ns = I;				
			end
			I: begin
				rst_cnt = 1'b1;
				if(wr_en)
					ns = B;
				else if (rd_en)
					ns = E;
				else if(rd_en == 0 && wr_en == 0)
					ns = A;
			end
			default: ns = A;
		endcase
	end
	always @(posedge clk or posedge rst) begin
	 	if (rst) begin
	 		ps <= A;
	 	end
	 	else
	 		ps <= ns;
	 end 
endmodule
==> run.sh <==
#!/bin/bash
# OpenROAD 26Q1-2900-gdf79404cd8, Yosys 0.63+post, stock flow scripts
make -C /OpenROAD-flow-scripts/flow DESIGN_CONFIG=/design/flow/config.mk WORK_HOME=/design/flow/orfs finish
==> config.mk <==
export PLATFORM = sky130hd
export DESIGN_NAME = MEM_Stage
export DESIGN_NICKNAME = MEM_Stage
export VERILOG_FILES = /design/flow/design.v
export SDC_FILE = /design/flow/constraint.sdc
export NUM_CORES = 4
export LEC_CHECK = 1
export CORE_UTILIZATION = 30
==> constraint.sdc <==
current_design MEM_Stage

set clk_period 37.2
set clk_io_pct 0.2

create_clock -name clk0 -period $clk_period [get_ports {clk}]

set non_clock_inputs [all_inputs -no_clocks]
set_input_delay [expr $clk_period * $clk_io_pct] -clock clk0 $non_clock_inputs
set_output_delay [expr $clk_period * $clk_io_pct] -clock clk0 [all_outputs]
==> flow_summary.json <==
{
  "yosys_warnings": 4,
  "gp_congestion": 0.975,
  "die_height_um": 1180,
  "fp-utilization_pct": 30.1,
  "synthDominantCellAreaShare_pct": 57.6,
  "clk_path_buf_depth": 5,
  "dp.cells": 48300,
  "synthCells": 31300,
  "die_w_um": 1180,
  "status": "did not finish",
  "ys_ff": 9678,
  "stop_stage": "4_1_cts",
  "topCellsByArea": "dfrtp_1 (58%), mux2_2 (23%), a22oi_1 (7.8%)",
  "numCtsBuffers": 962,
  "common_cells": "dfrtp_1 (9553), mux2_2 (8652), a22oi_1 (4305)",
  "post_dp_cell_area_mm2": 0.441,
  "htreeDepth": 6,
  "synth_cell_types": 82,
  "rows": 431,
  "cts_hold_buf": 0,
  "async_flop_share_pct": 98.7,
  "tool.error": "[error] [KeplerFormal.cpp:679] Workflow failed: Iso has multiple drivers: .SRAM_DQ0, SRAM_DQ[0]$_DLATCH_N_.Q0",
  "top_cell": "dfrtp_1",
  "ys_cells": 31300,
  "syn-cell-area_mm2": 0.415,
  "syn_avg_cell_area_um2": 13.3,
  "synthFlopType": "dfrtp_1",
  "ys_chip_area_mm2": 0.415,
  "cts_setup_buffers": 0,
  "unconstrained_endpoints": 109,
  "edf_count": 32,
  "ios": 140,
  "ctsRootBufferMaster": "clkbuf_16",
  "cts_resized": 0,
  "dp_hpwl_um": 1180000,
  "post-synth-top-area-cell": "dfrtp_1",
  "unclocked_pins": 93,
  "port_buffers": 94
}
[cell families after synthesis]
kind of cell | after synthesis | share of synthesized area, %
AND-OR/OR-AND | 5328 | 9.33
XOR/XNOR | 8 | 0.0169
adder cells (fa/ha/maj) | 2 | 0.00602
buffers and inverters | 3299 | 3.32
flip-flops | 9585 | 57.8
latches | 93 | 0.336
multiplexers | 9106 | 24.7
other | 1 | 0.000903
AND/OR/NAND/NOR | 3858 | 4.56
[per-stage QoR]
step | setup WS [ns] | hold slack [ns] | utilization (%)
3_5_place_dp | 13.38 | 0.464 | 32.0
3_3_place_gp | 13.06 | 0.454 | 32.0
2_1_floorplan | -130.43 | 0.438 | -
