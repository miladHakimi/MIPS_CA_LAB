`flow/config.mk`:
```
export PLATFORM = sky130hd
export DESIGN_NAME = EXE_Stage
export DESIGN_NICKNAME = EXE_Stage
export VERILOG_FILES = /design/flow/design.v
export SDC_FILE = /design/flow/constraint.sdc
export NUM_CORES = 4
export LEC_CHECK = 1
export CORE_UTILIZATION = 50
```
`flow/constraint.sdc`:
```
current_design EXE_Stage

set clk_period 36.7
set clk_io_pct 0.2

create_clock -name clk0 -period $clk_period

set non_clock_inputs [all_inputs -no_clocks]
set_input_delay [expr $clk_period * $clk_io_pct] -clock clk0 $non_clock_inputs
set_output_delay [expr $clk_period * $clk_io_pct] -clock clk0 [all_outputs]
```
`flow/design.v`:
```
module ALU(
    input [31:0] in1,
    input [31:0] in2,
    input [3:0] cmd,
    output [31:0] result
);
reg [31:0] temp;
always @(in1,in2,cmd) begin
    temp <= 32'b0;
    if(cmd == 4'b0000)
        temp <= in1 + in2;
    if(cmd == 4'b0010)
        temp <= in1 - in2;
    if(cmd == 4'b0100)
        temp <= in1 & in2;
    if(cmd == 4'b0101)
        temp <= in1 | in2;
    if(cmd == 4'b0110)
        temp <= ~(in1 | in2);
    if(cmd == 4'b0111)
        temp <= in1 ^ in2;
    if(cmd == 4'b1000)
        temp <= in1 << in2;
    if(cmd == 4'b1001)
        temp <= $signed(in1) >>> in2;
    if(cmd == 4'b1010)
        temp <= in1 >> in2;
end
assign result = temp;
endmodule
module EXE_Condition_Check(
	input [1:0] Br_type,
	input [31:0] val1,
	input [31:0] Src2_Val,
	output reg Br_taken
	);
	always @(*) begin
		if(Br_type == 2'b11) begin  
			Br_taken = 1'b1;
		end
		else if(Br_type == 2'b01) begin  
			if(val1 == 32'b0)
				Br_taken = 1'b1;
			else 
				Br_taken = 1'b0;
		end
		else if(Br_type == 2'b10) begin  
			if(val1 != Src2_Val)
				Br_taken = 1'b1;
			else 
				Br_taken = 1'b0;
		end
		else if(Br_type == 2'b00) begin  
			Br_taken = 1'b0;
		end
	end
endmodule
module EXE_Stage(
	input clk,
	input [3:0] EXE_CMD,
	input [31:0] val1,
	input [31:0] val2,
	input [31:0] val_src2,
	input [31:0] PC,
	input [1:0] Br_type,
	input [1:0] val1_sel,
	input [1:0] val2_sel,
	input [1:0] src2_val_sel,
	input [31:0] EXE_Reg_ALU_result,
	input [31:0] WB_Write_val,
	output [31:0] src2_val,
	output [31:0] ALU_result,
	output [31:0] Br_Addr,
	output Br_taken
	);
	wire [31:0] ALU_val1,ALU_val2;
	assign ALU_val1 = (val1_sel == 2'b01) ? EXE_Reg_ALU_result :
						(val1_sel == 2'b10) ? WB_Write_val : val1;
	assign ALU_val2 = (val2_sel == 2'b01) ? EXE_Reg_ALU_result :
						(val2_sel == 2'b10) ? WB_Write_val : val2;
	assign src2_val = (src2_val_sel == 2'b01) ? EXE_Reg_ALU_result :
						(src2_val_sel == 2'b10) ? WB_Write_val : val_src2;
	ALU EXE_ALU(ALU_val1, ALU_val2, EXE_CMD, ALU_result);
	EXE_Condition_Check EXE_Cond_Check (Br_type, ALU_val1, ALU_val2, Br_taken);
	assign Br_Addr = PC + val2*4;
endmodule
```
`flow/run.sh`:
```
#!/bin/bash
# OpenROAD 26Q1-2900-gdf79404cd8, Yosys 0.63+post, stock flow scripts
make -C /OpenROAD-flow-scripts/flow DESIGN_CONFIG=/design/flow/config.mk WORK_HOME=/design/flow/orfs finish
```
==> flow_results.org <==
#+TITLE: Implementation results

** Timing
- Rel. slew slack :: 0.3099
- Max Clk Rate :: 0.04655 GHz
- The final timing report derives a shortest allowable period of 21.48 ns.
- Register pins left without a clock :: 1
- Actual slew at the worst max-slew pin :: 1.022 ns
- Setup repair after global routing left no endpoint under its margin.
- Post-route period utilization is reported as 0.5853.
- Endpoints with negative setup slack in the final report add up to 0.
- Hold is met by ~15 ns.
- Setup Total Neg Slack :: 0 ns
- For reference, the final report shows the hold violation count at 0.
- Endpoints left unconstrained :: 1
- Pins Over Slew Limit :: 0

** Global routing
- Overall track demand over capacity in global routing :: 0.4687
- Number of global-route vias before repair :: ~18000
- Total gr overflow :: 0
- The initial antenna violation count is 6.
- Largest net degree at the start of global routing :: 73
- Wire length of the first global-routing pass :: between 100000 and 150000 um

** Worst hold path
- The worst hold path belongs to the class in -> out.
- Worst min-delay path startpoint :: PC[0]
- Hold Path Sink :: Br_Addr[0]
- Cell count of the worst hold path :: 0

** Setup path
- Kind of end point of the critical path :: output port
- Crit Path Max Fanout :: between 60 and 70
- The setup path with the least slack is of type in -> out.
- The required time at the worst endpoint is listed as 29.36 ns.
- The worst setup path is launched from an input pin.
- Crit path DAT :: 14.14 ns

** Place
- At the end of routability-driven placement, the weighted congestion stood at approximately 1.1.
- Number of placed instances, taps included :: 2806
- Detailed placer's ending HPWL :: 57040 um
- Placement-stage cell area :: 0.01803 sq mm
- Number of port buffers :: 297

** Layout
- Max FFs per register :: 1
- Top logic cell by instance count in the layout :: mux2i_1
- The area taken by sequential standard cells is reported as approximately 15 sq um.
- Of the cells placed in the final design, the portion with a size suffix greater than 1 is 0.05822.
- Non-filler cells in the finished layout :: between 2000 and 3000
- Filler Cell Count :: around 2500
- Ranking logic cells in the layout by count gives the top entries 304 x mux2i_1, 290 x clkdlybuf4s50_1, 214 x a21oi_1, 208 x nor2_1, 197 x nand2_1.
- Area Overhead vs Synth :: 21.18%
- Combinational Area :: 0.01362 sq mm
- Total non-filler cell area in the finished layout :: 0.01804 sq mm

** Synth
- The most used flip-flop cell after synthesis is dlxtn_1.
- Post-synth EDFFs :: 0
- Syn Std Cell Area :: 0.01489 sq mm
- Fraction of synthesized cell area taken by the top area cell type :: 0.2044
- For this run, asynchronously set or reset flops after synthesis account for 0.
- Dominant cells by area after synthesis :: mux2i_1 20%, ha_1 11%, a21oi_1 7.2%
- Post-synthesis cell count from yosys :: 2228
- The cell type that accounts for the most area after synthesis is mux2i_1.
- Yosys warning tally :: 2
- Area figure in the yosys stat output :: around 0.015 sq mm
- Synthesis produced a netlist whose cell count is 2228.
- Mean Syn Cell Area :: 6.682 sq um
- Per the synthesis report, the number of distinct cell types is 88.
- Total of flip-flops plus latches after synthesis :: 1

** Routing
- Via density per instance :: 7.027
- The routed layout reports a DRC error count of 0.
- The detailed router reported a total wirelength of 73550 um.
- Detailed-route via count :: 19750
- In this run the remaining antenna-violating nets after routing total 0.
- First-pass iteration count of the detailed router :: 6
- Per the log, the first TritonRoute iteration ended with a DRC count of 2764.
- Average wire per standard cell :: 26.17 um

** Pwr
- Net switching power of the design :: between 200 and 300 uW
- Of the total power, the share spent switching nets is 0.5984.
- Sequential Power Share :: 0
- Summed over all cells, the static leakage comes to 0.007683 uW.
- Per the power-grid run, VDD falls by no more than 0.01424 mV.
- Power per cell area :: 23.18 mW/mm^2
- The power report attributes to the combinational group a share of 1.000.
- The power report attributes to the clock group a share of 0.
- Internal Dissipation :: 167.9 uW

** Die
- Per the OpenROAD floorplan log, the height of the die is 174.6 um.
- Width of the die :: between 150 and 200 um
- Row cnt :: between 60 and 70
- Fp_density :: 0.5131
- Core outline area :: approximately 0.029 sq mm
- Chip area :: ~0.03 sq mm
- Top-Level Pins :: 302

** Job
- Number of OpenROAD warnings :: between 100 and 150
- Across the run, the number of max-cap violations was 0.

** Outcome
- Outcome :: completed

** CTS
- Resize count post-CTS :: 0
- Post-CTS setup buffer count :: 0
- The number of hold buffers added after CTS was 0.
==> cell families after synthesis <==
logic type	count (synthesis)	synth area share
simple gates	667	0.2059
xor+xnor	29	0.01706
other cells	1	0.0002519
latches	1	0.001008
fa+ha+maj	138	0.1175
buf+inv	282	0.08649
compound gates	773	0.3407
mux	337	0.2310
==> critical path, stage by stage <==
cell and delay, ns:
buf_4 0.21, buf_4 0.68, mux2i_1 0.15, mux2_2 0.29, buf_4 0.35, clkinv_1 0.11, buf_4 0.54, ha_1 0.29
inv_1 0.06, fa_1 0.46, a21o_1 0.18, a21oi_1 0.45, o21ai_0 0.36, a211oi_1 0.60, or3_1 0.23, nand2_1 0.05
o21ai_0 0.09, a21oi_1 0.09, a222oi_1 0.86, or3_1 0.24, clkdlybuf4s50_1 0.46
==> stage by stage <==
step	setup WS (ns)	power, uW	util
finish	15.22	418.1	0.6218
global route	15.07	440.0	0.6214
CTS	15.48	401.2	0.6214
detailed placement	15.49	398.8	0.6214
global placement	15.60	394.3	0.6214
floorplan	18.03	241.0	-
==> synthesized netlist by cell type, types with 21 or more instances <==
library cell and n:
clkbuf_1 97, a211oi_1 77, nand2_1 197, ha_1 135, buf_1 21, xnor2_1 21
nand3_1 42, nor3_1 55, nand2b_1 23, a21oi_1 214, mux2_2 30, a31oi_1 33
mux2i_1 304, a221oi_1 27, o211ai_1 47, buf_2 31, nor2b_1 45, inv_1 95
o21ai_0 147, nor2_1 209, nor4_1 23, a21o_1 23
==> power groups by stage <==
| stage | Combinational, uW | Clock (uW) | Sequential, uW |
|---|---|---|---|
| finish | 418 | 0.0000240 | 0.0879 |
| global route | 440 | 0 | 0.0894 |
| CTS | 401 | 0 | 0.0887 |
==> worst max-delay path by stage <==
stage | slack (ns) | from | end
4_1_cts | 15.48 | val2_sel[1] | ALU_result[26]
5_1_grt | 15.07 | val2_sel[1] | ALU_result[26]
6_report | 15.22 | val2_sel[1] | ALU_result[18]
==> layout make-up <==
type                            instances  area share
Multi-Input combinational cell       1945      0.7552
Timing Repair Buffer                  375      0.1957
Tap cell                              384     0.02663
Inverter                              101     0.02102
Sequential cell                         1   0.0008323
Antenna cell                            4   0.0005549
==> routing by layer <==
metal	track usage	vias to the layer above	routed length [um]
li1	-	8773	-
met1	0.6208	9136	28040
met2	0.6977	1511	31190
met3	0.1301	319	9463
met4	0.2315	8	4689
met5	0	-	155
Power is estimated from default activity; no workload was simulated.
