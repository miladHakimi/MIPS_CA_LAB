## config.mk

```make
export PLATFORM = sky130hd
export DESIGN_NAME = Registers_file
export DESIGN_NICKNAME = Registers_file
export VERILOG_FILES = /design/flow/design.v
export SDC_FILE = /design/flow/constraint.sdc
export NUM_CORES = 4
export LEC_CHECK = 1
export CORE_UTILIZATION = 50
```

## constraint.sdc

```tcl
current_design Registers_file

set clk_period 15.5
set clk_io_pct 0.2

create_clock -name clk0 -period $clk_period [get_ports {clk}]

set non_clock_inputs [all_inputs -no_clocks]
set_input_delay [expr $clk_period * $clk_io_pct] -clock clk0 $non_clock_inputs
set_output_delay [expr $clk_period * $clk_io_pct] -clock clk0 [all_outputs]
```

## design.v

```verilog
module Registers_file (
		input clk, 
		input rst,
		input [4:0] src1,
		input [4:0] src2,
		input [4:0] dest,
		input [31:0] Write_Val,
		input Write_EN,
		output [31:0] reg1,
		output [31:0] reg2
);
	reg [31:0] regs [0:31];
	integer i;
	assign reg1 = regs[src1];
	assign reg2 = regs[src2];
	always @(negedge clk, posedge rst)begin
		if (rst==1'b1)
			for(i = 0; i< 32; i=i+1)
				regs[i] = i;
		else if (clk==1'b0)
			if (Write_EN==1 && dest != 5'b0)
				regs [dest] = Write_Val; 
	end
endmodule
```

## run.sh

```bash
#!/bin/bash
# OpenROAD 26Q1-2900-gdf79404cd8, Yosys 0.63+post, stock flow scripts
make -C /OpenROAD-flow-scripts/flow DESIGN_CONFIG=/design/flow/config.mk WORK_HOME=/design/flow/orfs finish
```

==> impl_metrics.env <==
# yosys + openroad results
export IMPL_status="finished, final reports clean"
export IMPL_clk_pin_slew_worst_paths_ps=40
export IMPL_grt_max_degree=128
export IMPL_core_mm2=0.101
export IMPL_ios=114
export IMPL_route_vias_total=44487
export IMPL_area_growth_pct=13.9
export IMPL_largest_reg_flops=1024
export IMPL_fin_skew_ps=0
export IMPL_hold_buffers=0
export IMPL_chipArea_mm2=0.104
export IMPL_fin_hold_ws_ps=348
export IMPL_crit_arrival_ps=10890
export IMPL_fp_row_count=116
export IMPL_drive_gt1_share_pct=34.9
export IMPL_cts_setup_buffers=0
export IMPL_vias_per_cell=7.56
export IMPL_port_buffer_count=113
export IMPL_drtPass1Iterations=10
export IMPL_maxSlewViolCount=0
export IMPL_cts_buffers=111
export IMPL_finalInstanceArea_mm2=0.0583
export IMPL_ys_types=73
export IMPL_comb_area_mm2=0.0238
export IMPL_place_gp_congestion=1.05
export IMPL_endpoint_kind="output pin"
export IMPL_tool_warnings=122
export IMPL_ff_type="dfrtn_1"
export IMPL_finalPower_mw=7.68
export IMPL_dpl_cell_area_mm2=0.0542
export IMPL_initCoreUtil_pct=50.8
export IMPL_worst_slew_pin_slew_ps=1270
export IMPL_cts_root_buf="clkbuf_16"
export IMPL_grt_overflow=0
export IMPL_ant_nets=0
export IMPL_ys_flops=1024
export IMPL_drc=0
export IMPL_synth_cells=4369
export IMPL_grt_setup_unrepaired="false"
export IMPL_ff_latch_area_mm2=0.0257
export IMPL_wire_per_inst_um=43.6
export IMPL_synthArstFlopShare_pct=100
export IMPL_finalSetupViolations=0
export IMPL_num_fill_cells=8345
export IMPL_cts_max_path_buffers=3
export IMPL_antenna_found_initial=17
export IMPL_hold_viol=0
export IMPL_cap_viol_max_count=0
export IMPL_min_path_type="reg2reg"
export IMPL_post_route_util_pct=57.9
export IMPL_syn_avg_cell_area_um2=11.7
export IMPL_ys_warnings_count=2
export IMPL_worstSkewPairLatency_ps=660
export IMPL_grt_pass1_vias=43928
export IMPL_cp_max_fo=3
export IMPL_critical_path_startpoint_type="register"
export IMPL_cts_tree="done"
export IMPL_htree_num_levels=3
export IMPL_dp_cells=5594
export IMPL_relSlewSlack_pct=15.1
export IMPL_yosys_area_mm2=0.0512
export IMPL_max_vdd_ir_drop_uv=102
export IMPL_dp_hpwl_mm=150
export IMPL_grt_pass1_wl_mm=354
export IMPL_p_leak_nw=25.6
export IMPL_grt_usage_pct=52.6
export IMPL_edf_count=0
export IMPL_ys_seq_share_pct=50.3
export IMPL_die_w_um=322
export IMPL_powerDensity_mw_per_mm2=132
export IMPL_worst_ep_required_time_ps=12400
export IMPL_final_cells=5886
export IMPL_clock_sinks=1024
export IMPL_ys_cells=4369
export IMPL_crit_type="reg2out"
export IMPL_die_h_um=322
export IMPL_drt_iter0_drc=5817
export IMPL_cts_resized=0
export IMPL_routed_wl_mm=257
export IMPL_netlist_area_mm2=0.0512
cells in the mapped netlist (47+ instances only):
| library cell | instances | area share (%) |
|---|---|---|
| a22oi_1 | 808 | 12 |
| mux2_2 | 992 | 22 |
| buf_1 | 47 | 0.34 |
| nor2_1 | 147 | 1.1 |
| nand2_1 | 253 | 1.9 |
| buf_4 | 48 | 0.70 |
| nand4_1 | 102 | 1.2 |
| dfstp_2 | 80 | 4.1 |
| dfrtn_1 | 944 | 46 |
| nand3_1 | 56 | 0.55 |
| a21oi_1 | 86 | 0.84 |
| buf_2 | 155 | 1.5 |
| nor3_1 | 86 | 0.84 |
| clkbuf_1 | 203 | 1.5 |
metal layers:
| metal | vias to the layer above | routed length [µm] | part of all wire (%) | global-route usage [%] |
|---|---|---|---|---|
| met5 | - | 485 | 0.19 | 2.36 |
| met4 | 26 | 23900 | 9.3 | 33.4 |
| met3 | 1508 | 46100 | 18 | 35.8 |
| met2 | 4157 | 100000 | 39 | 67.6 |
| met1 | 22000 | 85900 | 33 | 64.6 |
| li1 | 16796 | - | - | - |
cells by family (layout without fill, tap and decap cells):
family	count (synthesis)	in the layout	synth area share [%]
compound gates	1074	1074	15.6
buf+inv	465	612	4.21
other cells	0	13	0
mux	1014	1014	22.3
flops	1024	1024	50.3
simple gates	792	792	7.66
worst max-delay path, stage by stage (launching register included):
cell             delay (ps)
dfrtn_1                 480
and3_1                  200
o21ai_0                 760
nand4_1                 310
nor2_1                  200
a21oi_1                 100
clkdlybuf4s50_1         430
stage by stage:
step	setup slack [ps]	setup TNS [ps]
after floorplan	-9010	-8937520
after global placement	1480	0
after detailed placement	1510	0
after CTS	1670	0
after global routing	1570	0
final	1510	0
worst paths after layout:
kind | startpoint | cells after the start | slack (ps) | endpoint
max reg2reg | regs[21][7]$_DFFE_NP0P_ | 1 | 14550 | regs[21][7]$_DFFE_NP0P_
min in group asynchronous | rst | 2 | 10580 | regs[16][6]$_DFFE_NP0P_
min reg2reg | regs[0][16]$_DFFE_NP0P_ | 0 | 350 | regs[0][16]$_DFFE_NP0P_
max | regs[21][7]$_DFFE_NP0P_ | 6 | 1510 | reg1[7]
max in group asynchronous | rst | 4 | 3240 | regs[10][23]$_DFFE_NP0P_
min | regs[0][16]$_DFFE_NP0P_ | 0 | 350 | regs[0][16]$_DFFE_NP0P_
area by class of cell:
| class | instances | area share (%) |
|---|---|---|
| tap | 1357 | 2.91 |
| sequential | 1024 | 44.1 |
| antenna | 13 | 0.0558 |
| inverter | 6 | 0.0451 |
| multi-input combinational | 2880 | 40.9 |
| clock inverter | 127 | 1.55 |
| clock buffer | 153 | 5.47 |
| timing repair buffer | 326 | 4.97 |
cells in the final DEF (no fill, tap or decap), types with 29 or more instances in the layout:
master	n
buf_4	197
a22oi_1	808
nand4_1	102
nor3_1	78
a21oi_1	86
inv_1	85
nand2_1	241
nor4_1	32
mux2_2	992
dfstp_2	80
nor2_1	103
a22o_1	29
nor2_4	66
clkdlybuf4s50_1	107
nand3_1	52
dfrtn_1	944
clkbuf_16	114
where the power goes:
part	switching [mW]	total, mW	internal (mW)
combinational	0.497	1.05	0.553
clock	1.21	2.89	1.68
sequential	0.486	3.74	3.25
total	2.19	7.68	5.49
Power is estimated from default activity; no workload was simulated.
